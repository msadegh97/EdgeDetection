`flow/config.mk`:
```
export PLATFORM = sky130hd
export DESIGN_NAME = conv
export DESIGN_NICKNAME = conv
export VERILOG_FILES = /design/flow/design.v
export SDC_FILE = /design/flow/constraint.sdc
export NUM_CORES = 4
export LEC_CHECK = 1
export CORE_UTILIZATION = 40
```
`flow/constraint.sdc`:
```
current_design conv

set clk_period 19.4
set clk_io_pct 0.2

create_clock -name clk0 -period $clk_period [get_ports {clk}]

set non_clock_inputs [all_inputs -no_clocks]
set_input_delay [expr $clk_period * $clk_io_pct] -clock clk0 $non_clock_inputs
set_output_delay [expr $clk_period * $clk_io_pct] -clock clk0 [all_outputs]
```
`flow/design.v`:
```
`timescale 1ns / 1ps
module conv(
	input [2:0]select,
	input [7:0] pixel_in,
	input clk,
	input LOCKED,
	output [7:0] pixel_out,
	output valid
    );
	reg signed [7:0] r_00 = 0;reg signed [7:0] r_01 = 0;reg signed [7:0] r_02 = 0;
	reg signed [7:0] r_10 = 0;reg signed [7:0] r_11 = 0;reg signed [7:0] r_12 = 0;
	reg signed [7:0] r_20 = 0;reg signed [7:0] r_21 = 0;reg signed [7:0] r_22 = 0;
	integer kernel_00 = 0; integer kernel_01 = -1; integer kernel_02 = 0;
	integer kernel_10 = -1; integer kernel_11 = 5; integer kernel_12 = -1;
	integer kernel_20 = 0; integer kernel_21 = -1; integer kernel_22 = 0;
	integer kernel2_00 = 1; integer kernel2_01 = 0; integer kernel2_02 = -1;
	integer kernel2_10 = 2; integer kernel2_11 = 0; integer kernel2_12 = -2;
	integer kernel2_20 = 1; integer kernel2_21 = 0; integer kernel2_22 = -1;
	integer kernel3_00 = 1; integer kernel3_01 = 2; integer kernel3_02 = 1;
	integer kernel3_10 = 2; integer kernel3_11 = 4; integer kernel3_12 = 2;
	integer kernel3_20 = 1; integer kernel3_21 = 2; integer kernel3_22 = 1;
	wire [11:0] ver,hor;
	wire [11:0] tresh;
	reg [1:0] n = 0;
	wire [7:0] filter1, filter2, filter3;
	assign ver = ((r_00 + r_01 * 2 + r_02 - r_20 - r_21 * 2 - r_22 ) > 0)? (r_00 + r_01 * 2 + r_02 - r_20 - r_21 * 2 - r_22) : -(r_00 + r_01 * 2 + r_02 - r_20 - r_21 * 2 - r_22 ); 
	assign hor = ((r_00 - r_02 + r_10 * 2 - r_12 * 2 + r_20 - r_22 ) > 0)? (r_00 - r_02 + r_10 * 2 - r_12 * 2 + r_20 - r_22) : -(r_00 - r_02 + r_10 * 2 - r_12 * 2 + r_20 - r_22 );
	assign tresh=(ver+hor < 70)?8'b11111111:0;
	assign filter1 = ((r_00 * kernel_00) + (r_01 * kernel_01) + (r_02 * kernel_02) + 
							(r_10 * kernel_10) + (r_11 * kernel_11) + (r_12 * kernel_12) + 
							(r_20 * kernel_20) + (r_21 * kernel_21) + (r_22 * kernel_22));
	assign filter2 = ((r_00 * kernel2_00) + (r_01 * kernel2_01) + (r_02 * kernel2_02) + 
							(r_10 * kernel2_10) + (r_11 * kernel2_11) + (r_12 * kernel2_12) + 
							(r_20 * kernel2_20) + (r_21 * kernel2_21) + (r_22 * kernel2_22));
	assign filter3 = ((r_00 * kernel3_00) + (r_01 * kernel3_01) + (r_02 * kernel3_02) +
							(r_10 * kernel3_10) + (r_11 * kernel3_11) + (r_12 * kernel3_12) + 
							(r_20 * kernel3_20) + (r_21 * kernel3_21) + (r_22 * kernel3_22));
	assign pixel_out = (select[0])?filter1:(select[1])?tresh:(select[2])?filter3:r_11;
	always @(posedge clk)
	begin
	if(LOCKED)
	begin
		if(n == 0)
			r_02 <= pixel_in;
		else if(n == 1)
			r_12 <= pixel_in;
		else if(n == 2)
		begin
			r_22 <= pixel_in;
			r_00 <= r_01;
			r_10 <= r_11;
			r_20 <= r_21;
			r_01 <= r_02;
			r_11 <= r_12;
			r_21 <= r_22;
		end
		n <= n + 1;	
		if(n >= 2)
			n <= 0;  
	end
	end	
	assign valid  = (n==2)?1:0;
endmodule
```
`flow/run.sh`:
```
#!/bin/bash
# OpenROAD 26Q1-2900-gdf79404cd8, Yosys 0.63+post, stock flow scripts
make -C /OpenROAD-flow-scripts/flow DESIGN_CONFIG=/design/flow/config.mk WORK_HOME=/design/flow/orfs finish
```
==> results.txt <==
Main metrics from the flow reports.

The instance count of the mapped netlist came out at 793. The total global-route track usage is 17.7%. Per the Yosys statistics, synthesis produced 793 cells. The cell row count came out at 53.

Post-CTS repair changed the size of 0 cells. After synthesis, the largest family of logic cells by area is adder cells. The synthesis run shows multiplexers occupying 1.43% of the cell area. The worst path required time came out at 15.52 ns. The CTS clock-pin slew for the worst setup and hold paths came out at 0.06 ns. The die width is 149 um. The worst setup path is of the reg -> out kind. As reported, the later end of the worst-skew pair has a clock insertion delay of 0.33 ns. The synthesized-area fraction occupied by adder cells came out at 39.5%. The pre-antenna-repair detailed-routing pass consisted of 4 iterations.

The aggregate routed wire length is 17000 um. The pin count of the biggest net entering global routing is 35. The detailed-route DRC error count came out at 0. The antenna diode count is 0. The share of the Yosys chip area taken by registers is 25.9%. The maximum clock frequency came out at 82.1 MHz. The post-synthesis instance area is 8590 um2. The final layout reports a setup TNS of 0 ns.

For reference, the final report shows the max-slew violation count at 0. Yosys reports a chip area of 8590 um2. The number of synthesized flops with an enable pin came out at 74. The number of levels in the clock H-tree came out at 3. The max-slew headroom at the worst pin came out at 44.7%. Detailed routing inserted a total of 5411 vias. The average instance in the mapped netlist occupies 10.8 um2. The share of the core filled with cells in the final layout is 45.0%. The post-synthesis share of cell area spent on and, or, nand and nor gates is 7.93%. The fraction of synthesized cell area taken by the top area cell type came out at 29.1%.

The count of different cell masters after synthesis came out at 70. The analysis attributes to cell leakage a power of 4.17 nW. The detail route stage leaves a number of antenna-violating nets equal to 0.

The share of cells above drive strength 1 came out at 4.62%. According to the floorplan report, the die height is 149 um. The worst slack on hold paths came out at 0.447 ns. The compound-gate portion of the synthesized area came out at 10.6%. The post-synthesis xor/xnor area fraction came out at 5.52%.

The run finished with clean final reports. The worst-case IR drop observed on VDD is 122 uV. The power density over the cells came out at 165 nW/um2.

The count of final hold-check violations is 0. The number of warnings in the stage logs is 28. Once iteration 0 of detailed routing completed, the report listed 210 DRC markers. Relative to the synthesized area, the layout overhead comes to 10.1%. In the synthesized netlist the async set-or-reset flop fraction comes to 0%. The overall die size recorded for this design is 22100 um2. The worst setup path is launched from a flip-flop. The library cell used as clock root buffer is clkbuf_16. The primary flip-flop cell chosen by synthesis mapping is edfxtp_1.

Per the timing report, the biggest fanout along the worst path comes to 8. The global-route wire length before repair came out at 28300 um. The number of antenna violations at the first check in global routing came out at 0. The fraction of the cycle the final worst path needs came out at 62.8%. The total CTS buffers came out at 9.

The post-DP HPWL came out at 14400 um. The script logs the mean routed wire length per placed instance as 15.5 um. The warning count from the yosys run is 1. The type of the tightest min-delay check is reg -> reg. Per the cell usage report, the commonest logic cell in the layout is inv_1. By area the synthesized netlist is led by fa_1 (29%), edfxtp_1 (26%), ha_1 (10%). The global route stage reports its total congestion overflow as 0.

Per the run summary, max-cap violations total 0. The number of global-route vias before repair is 5590. The count of state elements after synthesis is 74. The count of buffers inserted at the top-level ports came out at 21.

The end-of-flow timing check tallies setup violations at 0. Sorting the Yosys area breakdown by cell type puts at the top fa_1. The number of clock sinks came out at 74. By instance count after routing, the leading logic cell types are inv_1 (200), fa_1 (125), edfxtp_1 (74), ha_1 (71), xnor2_1 (36). The clock passes through at most 2 buffers.

Clock skew on the completed layout was measured at 0.00506 ns. The core outline area is 21000 um2. STA classifies the critical path endpoint as a primary output. The routability congestion estimate is 0.901.

The via-per-instance ratio came out at 4.93. The minimum period implied by the final worst setup slack came out at 12.19 ns. The endpoint arrival time on the critical path came out at 8.31 ns. TritonCTS built the clock tree. In this run the post-CTS setup repair buffer count came out at 0.

Before placement the cells fill 40.9% of the core. The number of top-level pins came out at 22. Setup repair after global routing left no endpoint under its margin. For the pin with the worst max-slew slack, the measured transition is 0.829 ns. The total of hold buffers inserted after clock tree synthesis is 0.
-- worst max-delay path, stage by stage (launching register included) --
cell             delay, ns
edfxtp_1              0.45
inv_1                 0.15
fa_1                  0.46
fa_1                  0.56
inv_1                 0.08
fa_1                  0.60
inv_1                 0.06
ha_1                  0.28
a21o_1                0.16
a21oi_1               0.37
o21ai_0               0.22
nor2b_1               0.20
o221ai_1              0.39
nor2_1                0.17
a21oi_1               0.42
mux2_2                0.41
ha_1                  0.28
a31o_2                0.20
a21oi_1               0.24
o21ai_0               0.20
or4_1                 0.54
o41ai_1               0.08
o2111ai_1             0.48
o311ai_0              0.39
clkdlybuf4s50_1       0.59
-- where the power goes --
group	internal [mW]	switching, mW
clock	0.125	0.0632
combinational	0.516	0.668
sequential	0.185	0.00731
-- per-layer routing --
metal / track usage (%) / vias to the layer above / part of all wire, %
met5: 0 / - / 0
met4: 1.19 / 0 / 0.50
met3: 5.45 / 6 / 6.4
met2: 28.5 / 105 / 50
met1: 25.8 / 2620 / 43
li1: - / 2680 / -
-- per-stage QoR --
stage / worst slack, ns / total power, mW / std cells / area, um2
5_1_grt: 6.55 / 1.75 / 1097 / 9460
2_1_floorplan: 9.27 / 1.12 / 793 / 8590
4_1_cts: 7.23 / 1.57 / 1097 / 9460
3_5_place_dp: 7.61 / 1.38 / 1082 / 9130
6_report: 7.21 / 1.56 / 1097 / 9460
3_3_place_gp: 7.68 / 1.38 / 1082 / 9130
-- path summary, 6_finish.rpt --
path                 from            to  slack (ns)  cells after the start
setup / recovery  r_12[1]  pixel_out[5]        7.21                     24
hold / removal    r_01[3]       r_00[3]        0.45                      0
setup reg to reg     n[0]       r_10[0]       17.34                      4
hold reg to reg   r_01[3]       r_00[3]        0.45                      0
-- cells by family after synthesis --
family / after synthesis
buffers and inverters: 210
adders and majority gates: 196
and+or+nand+nor: 128
AOI/OAI and AO/OA: 121
DFF: 74
xor gates and xnor gates: 52
muxes: 12
-- state kept, by name, indices dropped and copies added (netlist names) --
name	cells
r_12	8
r_22	8
r_10	8
r_00	8
n	2
r_11	8
r_02	8
r_21	8
r_01	8
r_20	8
-- cell usage after synthesis (6+ instances only) --
library cell  instances
a211oi_1              6
xor2_1               15
a21o_1               10
or3_1                 7
edfxtp_1             74
o311ai_0              7
mux2i_1              10
o21ai_0              21
inv_1               200
a21oi_1              23
nor2b_1               7
nand2_1              26
nor3_1               13
nand2b_1              6
nand3_1               7
ha_1                 71
xnor2_1              36
nor2_1               27
o211ai_1              7
fa_1                125
-- cell type report --
type                       count  area, um2
fill                        1950      11600
multi-input combinational    509       5580
sequential                    74       2220
inverter                     200        751
tap                          275        344
timing repair buffer          24        233
clock buffer                  10        229
clock inverter                 5        104
Power figures rest on the tool's default switching activity, not on a simulated workload.
